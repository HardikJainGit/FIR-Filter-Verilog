==> flow/design.v <==
`timescale 1ns / 1ps
module DFF#(parameter N = 16)(    
    input clk, reset,
    input [N-1:0] data_in,
    output [N-1:0] data_delayed
);
    reg [N-1:0] Q_reg, Q_next;
    always @(posedge clk, negedge reset) 
    begin
        if (!reset)
            Q_reg <= 1'b0;
        else
            Q_reg <= Q_next;
    end
    always @(data_in, Q_reg)
    begin
        Q_next = data_in;
    end
    assign data_delayed = Q_reg;
endmodule
`timescale 1ns / 1ps
module FIR_Filter#(parameter N=16)(
    input clk, reset,
    input [N-1:0] data_in,
    output reg [N-1:0] data_out
);
wire [5:0] b0 =  6'b001000; 
wire [5:0] b1 =  6'b001000; 
wire [5:0] b2 =  6'b001000; 
wire [5:0] b3 =  6'b001000;
wire [5:0] b4 =  6'b001000;
wire [5:0] b5 =  6'b001000;
wire [5:0] b6 =  6'b001000;
wire [5:0] b7 =  6'b001000;
wire [5:0] b8 =  6'b001000;
wire [5:0] b9 =  6'b001000;
wire [5:0] b10 =  6'b001000;
wire [5:0] b11 =  6'b001000;
wire [5:0] b12 =  6'b001000;
wire [5:0] b13 =  6'b001000;
wire [5:0] b14 =  6'b001000;
wire [5:0] b15 =  6'b001000;
wire [N-1:0] x1, x2, x3, x4, x5, x6, x7, x8, x9, x10, x11, x12, x13, x14, x15; 
DFF DFF0(clk, reset, data_in, x1);   
DFF DFF1(clk, reset, x1, x2);        
DFF DFF2(clk, reset, x2, x3);        
DFF DFF3(clk, reset, x3, x4);        
DFF DFF4(clk, reset, x4, x5);        
DFF DFF5(clk, reset, x5, x6);        
DFF DFF6(clk, reset, x6, x7);        
DFF DFF7(clk, reset, x7, x8);        
DFF DFF8(clk, reset, x8, x9);        
DFF DFF9(clk, reset, x9, x10);       
DFF DFF10(clk, reset, x10, x11);     
DFF DFF11(clk, reset, x11, x12);     
DFF DFF12(clk, reset, x12, x13);     
DFF DFF13(clk, reset, x13, x14);     
DFF DFF14(clk, reset, x14, x15);     
wire [N-1:0] Mul0, Mul1, Mul2, Mul3, Mul4, Mul5, Mul6, Mul7, Mul8, Mul9, Mul10, Mul11, Mul12, Mul13, Mul14, Mul15;  
assign Mul0 = data_in * b0; 
assign Mul1 = x1 * b1;  
assign Mul2 = x2 * b2;  
assign Mul3 = x3 * b3;  
assign Mul4 = x4 * b4;  
assign Mul5 = x5 * b5;  
assign Mul6 = x6 * b6;  
assign Mul7 = x7 * b7;  
assign Mul8 = x8 * b8;  
assign Mul9 = x9 * b9;  
assign Mul10 = x10 * b10;  
assign Mul11 = x11 * b11;  
assign Mul12 = x12 * b12;  
assign Mul13 = x13 * b13;  
assign Mul14 = x14 * b14;  
assign Mul15 = x15 * b15;  
wire [N-1:0] Add_final; 
assign Add_final = Mul0 + Mul1 + Mul2 + Mul3 + Mul4 + Mul5 + Mul6 + Mul7 + Mul8 + Mul9 + Mul10 + Mul11 + Mul12 + Mul13 + Mul14 + Mul15; 
always@(posedge clk)
data_out <= Add_final; 
endmodule
==> flow/run.sh <==
#!/bin/bash
# OpenROAD 26Q1-2900-gdf79404cd8, Yosys 0.63+post, stock flow scripts
make -C /OpenROAD-flow-scripts/flow DESIGN_CONFIG=/design/flow/config.mk WORK_HOME=/design/flow/orfs finish
==> flow/config.mk <==
export PLATFORM = sky130hd
export DESIGN_NAME = FIR_Filter
export DESIGN_NICKNAME = FIR_Filter
export VERILOG_FILES = /design/flow/design.v
export SDC_FILE = /design/flow/constraint.sdc
export NUM_CORES = 4
export LEC_CHECK = 1
export CORE_UTILIZATION = 40
==> flow/constraint.sdc <==
current_design FIR_Filter

set clk_period 7.9
set clk_io_pct 0.2

create_clock -name clk0 -period $clk_period [get_ports {clk}]

set non_clock_inputs [all_inputs -no_clocks]
set_input_delay [expr $clk_period * $clk_io_pct] -clock clk0 $non_clock_inputs
set_output_delay [expr $clk_period * $clk_io_pct] -clock clk0 [all_outputs]
==> flow_summary.json <==
{
  "status": "finished, final reports clean",
  "via_count": 4354,
  "post_route_antenna_net_violation_count": 0,
  "cts-root-buf": "sky130_fd_sc_hd__clkbuf_16",
  "yosysTopAreaCell": "sky130_fd_sc_hd__dfrtp_1",
  "area.growth.synth_to_final_pct": 14.7,
  "topCellsByArea": "sky130_fd_sc_hd__dfrtp_1 (49%), sky130_fd_sc_hd__fa_1 (32%), sky130_fd_sc_hd__inv_1 (9.1%), sky130_fd_sc_hd__xnor2_1 (2.7%), sky130_fd_sc_hd__dfxtp_1 (2.6%)",
  "vias_per_cell": 4.03,
  "placementRows": 57,
  "rsz_0062_raised_after_global_routing": "false",
  "final_worst_path_period_need_ns": 6.59,
  "drcViolationCount": 0,
  "synthesis.area_per_instance_um2": 14.4,
  "layout_top_cells_excl_fill_tap": "sky130_fd_sc_hd__inv_1 (239), sky130_fd_sc_hd__dfrtp_1 (195), sky130_fd_sc_hd__fa_1 (157)",
  "timing.critical_path.to_type": "flip-flop",
  "cp_slowest_stage_delay_ns": 0.55,
  "tritoncts": "built",
  "final.setup.tns_ns": 0,
  "synth_seq_share": 0.520,
  "synth.cellmix.simpleShare": 0.00266,
  "critPathMaxFanout": 3,
  "synth.mux.area_fraction": 0,
  "final_core_utilization": 0.468,
  "pin_count": 34,
  "worst-endpoint-required_ns": 8.29,
  "grt_first_pass_wirelength_mm": 24.1,
  "ys_area_mm2": 0.00989,
  "hold-worst-slack_ns": 0.363,
  "reg2reg_slack_ns": 2.26,
  "die_height_um": 159,
  "grt_antenna_before_repair": 0,
  "grt_use_total": 0.125,
  "critical_path.top_delay_family": "adder cells",
  "drt-wirelength-per-cell_um": 11.7,
  "synth.ff_latch_count": 208,
  "path_clk_slew_ns": 0.06,
  "cts-htree-levels": 1,
  "yosys.cell_types.count": 19,
  "route.final.wire_length_mm": 12.7,
  "drv_slew": 0,
  "dp_hpwl_mm": 9.24,
  "fill_count": 2120,
  "synth-cells-yosys": 686,
  "first_iter_violations": 188,
  "route.antenna.diode_count": 0,
  "cts-buffers-inserted": 24,
  "arrival_ns": 6.98,
  "grt_start_max_net_pins": 112,
  "warning_count": 30,
  "fraction_of_synthesized_cell_area_taken_by_the_top_area_cell_type": 0.494,
  "timing.final.hold_violations": 0,
  "clkLatencyLatePin_ns": 0.51,
  "fp.dieArea_mm2": 0.0253,
  "critPathKind": "input pin to flip-flop",
  "critPathSlowestCell": "sky130_fd_sc_hd__fa_1",
  "critical_path.startpoint_type": "input pin",
  "post_cts_resized": 0,
  "crit_chain": "clkdlybuf4s50_1 -> fa_1 -> inv_1 -> fa_1 -> fa_1 -> fa_1 -> fa_1 -> fa_1 -> inv_1 -> ha_1 -> fa_1 -> a21o_1 -> a21oi_1 -> o21ai_0 -> a21oi_1 -> o21ai_0 -> xnor2_1",
  "cts.repair_timing.setup_buffer_count": 0,
  "initial_utilization": 0.408,
  "number_of_global_route_vias_before_repair": 5113,
  "topCombFamilyByArea": "adder cells",
  "horizontal_die_dimension_um": 159,
  "drive_above_1_share": 0.0476,
  "timing.max_slew.rel_slack": 0.549,
  "synth.cellmix.compoundShare": 0.00962,
  "syn_area_mm2": 0.00989,
  "fa_ha_area_frac": 0.341,
  "holdBufCountCts": 0,
  "synth.yosys.warnings": 2,
  "min_period_over_period": 0.834,
  "min-delay-path-class": "flip-flop to flip-flop",
  "most_used_logic_cell_in_the_final_layout": "sky130_fd_sc_hd__inv_1",
  "gr-total-overflow": 0,
  "synth.cellmix.xorXnorShare": 0.0337,
  "critical_path_buf_inv_count": 3,
  "place_congestion": 0.766,
  "path_common_cell": "sky130_fd_sc_hd__fa_1",
  "cts_max_path_buffers": 3,
  "placeableCoreArea_mm2": 0.0242,
  "portBuffers": 27,
  "drv_cap": 0,
  "least_margin_pin_slew_ns": 0.677,
  "fmax_mhz": 152,
  "total_number_of_clock_tree_sinks": 208,
  "fin_skew_ns": 0.0143,
  "synthesis.instances": 686,
  "drt_pre_antenna_iters": 3,
  "final_setup_viols": 0
}
logic make-up (layout without fill, tap and decap cells):
| group | after synthesis | in the layout |
|---|---|---|
| other cells | 1 | 3 |
| fa+ha+maj | 175 | 175 |
| compound gates | 16 | 16 |
| flops | 208 | 208 |
| simple gates | 6 | 6 |
| buf+inv | 242 | 311 |
| xor+xnor | 38 | 38 |
path summary, 6_finish.rpt:
check,start,to,depth (start not counted)
setup / recovery,data_in[2],data_out[15]$_DFF_P_,17
hold / removal,DFF12.Q_reg[7]$_DFF_PN0_,DFF13.Q_reg[7]$_DFF_PN0_,0
setup reg to reg,DFF11.Q_reg[2]$_DFF_PN0_,data_out[15]$_DFF_P_,18
hold reg to reg,DFF12.Q_reg[7]$_DFF_PN0_,DFF13.Q_reg[7]$_DFF_PN0_,0
max in group asynchronous,reset,DFF3.Q_reg[5]$_DFF_PN0_,2
min in group asynchronous,reset,DFF10.Q_reg[0]$_DFF_PN0_,1
cells in the mapped netlist:
cell,n
sky130_fd_sc_hd__o21ai_0,3
sky130_fd_sc_hd__dfxtp_1,13
sky130_fd_sc_hd__dfrtp_1,195
sky130_fd_sc_hd__a21o_1,2
sky130_fd_sc_hd__a21oi_1,7
sky130_fd_sc_hd__inv_1,239
sky130_fd_sc_hd__xor2_1,7
sky130_fd_sc_hd__conb_1,1
sky130_fd_sc_hd__o21a_1,1
sky130_fd_sc_hd__nor2_1,2
sky130_fd_sc_hd__a21boi_0,1
sky130_fd_sc_hd__ha_1,18
sky130_fd_sc_hd__nand2_1,2
sky130_fd_sc_hd__fa_1,157
sky130_fd_sc_hd__o21bai_1,2
sky130_fd_sc_hd__nor3_1,1
sky130_fd_sc_hd__xnor2_1,31
sky130_fd_sc_hd__buf_4,3
sky130_fd_sc_hd__nor2b_1,1
stage by stage:
| step | cells | instance area, um2 | setup WS, ns |
|---|---|---|---|
| floorplan | 688 | 9890 | 1.69 |
| global placement | 1037 | 10600 | 0.735 |
| detailed placement | 1037 | 10600 | 0.750 |
| CTS | 1081 | 11300 | 1.23 |
| global route | 1081 | 11300 | 1.11 |
| finish | 1081 | 11300 | 1.31 |
metal layers:
layer / up-vias / part of all wire / track usage
met5: - / 0 / 0
met4: 0 / 0.031 / 0.0280
met3: 26 / 0.046 / 0.0298
met2: 56 / 0.48 / 0.182
met1: 2268 / 0.44 / 0.209
li1: 2004 / - / -
final cells by class:
cell class / instances / area [um2] / area share
flip-flops and latches: 208 / 5140 / 0.453
inverters: 239 / 897 / 0.0791
clock inverters: 5 / 53.8 / 0.00474
well taps: 324 / 405 / 0.0357
multi-input cells: 238 / 3830 / 0.338
repair buffers: 28 / 294 / 0.0259
clock buffers: 39 / 718 / 0.0633
